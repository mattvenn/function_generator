==> design/flow/design.v <==
`default_nettype none
`timescale 1ns/1ns
module generator #(
    parameter   [31:0]  BASE_ADDRESS    = 32'h3000_0000,         
    parameter   [15:0]  PERIOD          = 16'd8,                  
    parameter   [7:0]   RAM_END_ADDR  = 8'd0                   
)(
    input wire          caravel_wb_clk_i,        
    input wire          caravel_wb_rst_i,        
    input wire          caravel_wb_stb_i,        
    input wire          caravel_wb_cyc_i,        
    input wire          caravel_wb_we_i,         
    input wire  [3:0]   caravel_wb_sel_i,        
    input wire  [31:0]  caravel_wb_dat_i,        
    input wire  [31:0]  caravel_wb_adr_i,        
    output reg          caravel_wb_ack_o,        
    output reg  [31:0]  caravel_wb_dat_o,        
    output wire         rambus_wb_clk_o,         
    output wire         rambus_wb_rst_o,         
    output reg          rambus_wb_stb_o,         
    output reg          rambus_wb_cyc_o,         
    output reg          rambus_wb_we_o,          
    output reg  [3:0]   rambus_wb_sel_o,         
    output reg  [31:0]  rambus_wb_dat_o,         
    output reg  [7:0]   rambus_wb_adr_o,         
    input wire          rambus_wb_ack_i,         
    input wire  [31:0]  rambus_wb_dat_i,         
    output reg [7:0]    dac,
    output wire         dbg_ram_addr_zero,
    output wire         dbg_state_run,
    output wire         dbg_dac_start,
    output wire         dbg_ram_wb_stb,
    output wire         dbg_caravel_wb_stb
);
    wire clk = caravel_wb_clk_i;
    assign rambus_wb_clk_o = clk;
    wire reset = caravel_wb_rst_i;
    assign dbg_ram_addr_zero = ram_address == 0;
    assign dbg_state_run = run;
    assign dbg_dac_start = dbg_dac_start_q;
    assign dbg_ram_wb_stb = rambus_wb_stb_o;
    assign dbg_caravel_wb_stb = caravel_wb_stb_i;
    reg dbg_dac_start_q;
    always @(posedge clk)
        dbg_dac_start_q = dac_state == DAC_STATE_UPDATE;
    reg [15:0] period;
    reg [7:0] ram_end_addr;
    reg run;
    always @(posedge clk) begin
        if(reset) begin
            period          <= PERIOD;
            ram_end_addr    <= RAM_END_ADDR;
            run             <= 1'b0;
        end
        else if(caravel_wb_stb_i && caravel_wb_cyc_i && caravel_wb_we_i && caravel_wb_adr_i == BASE_ADDRESS) begin
            period          <= caravel_wb_dat_i[15:0];
            ram_end_addr    <= caravel_wb_dat_i[23:16];
            run             <= caravel_wb_dat_i[24];
        end
    end
    always @(posedge clk) begin
        if(reset)
            caravel_wb_dat_o <= 0;
        else if(caravel_wb_stb_i && caravel_wb_cyc_i && !caravel_wb_we_i && caravel_wb_adr_i == BASE_ADDRESS) begin
            caravel_wb_dat_o <= { 7'b0, run, ram_end_addr, period };
        end
    end
    always @(posedge clk) begin
        if(reset)
            caravel_wb_ack_o <= 0;
        else
            caravel_wb_ack_o <= (caravel_wb_stb_i && caravel_wb_adr_i == BASE_ADDRESS);
    end
    localparam DAC_STATE_STOP           = 0;
    localparam DAC_STATE_UPDATE         = 1;
    localparam DAC_STATE_WAIT           = 2;
    localparam RAM_STATE_INIT           = 0;
    localparam RAM_STATE_WAIT           = 1;
    localparam RAM_STATE_ACK            = 2;
    reg [2:0]   dac_state;
    reg [31:0]  dac_data;
    reg [31:0]  dac_data_buf;
    reg [15:0]  wait_period;
    reg [2:0]   ram_state;
    reg [7:0]   ram_address;
    reg         fetch_next;
    reg         fetch_first;
    reg [1:0]   byte_count;
    always @(posedge clk) begin
        if(reset) begin
            dac                 <= 0;
            dac_state           <= DAC_STATE_STOP;
            dac_data            <= 0;
            dac_data_buf        <= 0;
            wait_period         <= period;
            fetch_next          <= 0;
            fetch_first         <= 1;
            byte_count          <= 0;
            ram_address         <= 0;
            ram_state           <= RAM_STATE_INIT;
            rambus_wb_adr_o     <= 0;
            rambus_wb_stb_o     <= 0;
            rambus_wb_cyc_o     <= 0;
            rambus_wb_dat_o     <= 0;
            rambus_wb_sel_o     <= 4'b1111;
            rambus_wb_we_o      <= 0;
        end else begin
            case(dac_state)
                DAC_STATE_STOP: begin
                    if(run)
                        dac_state       <= DAC_STATE_UPDATE;
                    end
                DAC_STATE_UPDATE: begin
                    dac             <= dac_data_buf[7:0];
                    byte_count      <= byte_count + 1;
                    dac_data_buf    <= (dac_data_buf >> 8);
                    dac_state       <= DAC_STATE_WAIT;
                    wait_period     <= period - 1;
                    if(byte_count == 1)  
                        fetch_next  <= 1;
                    end
                DAC_STATE_WAIT: begin
                    wait_period     <= wait_period - 1'b1;
                    fetch_next      <= 0;
                    if(wait_period == 1)
                        dac_state   <= DAC_STATE_UPDATE;
                    end
                default:
                    dac_state <= DAC_STATE_STOP;
            endcase
            case(ram_state)
		RAM_STATE_INIT: begin
		    if (ram_address & 8'h08) begin
		    	    ram_address <= 0;
		    	    ram_state <= RAM_STATE_WAIT;
		    	end else begin
		    	    ram_address <= ram_address + 1;
			end
		    end
                RAM_STATE_WAIT: begin
                    if(fetch_next || fetch_first) begin
                        ram_state           <= RAM_STATE_ACK;
                        rambus_wb_adr_o     <= ram_address;
                        ram_address         <= ram_address + 1;
                        rambus_wb_cyc_o     <= 1;
                        rambus_wb_stb_o     <= 1;
                        if(ram_address == ram_end_addr - 1)
                            ram_address     <= 0;
                        end
                        fetch_first <= 0;
                    end
                RAM_STATE_ACK: begin
                    if(rambus_wb_ack_i) begin
                        rambus_wb_cyc_o     <= 0;
                        rambus_wb_stb_o     <= 0;
                        dac_data            <= rambus_wb_dat_i;
                        dac_data_buf        <= dac_data;
                        ram_state           <= RAM_STATE_WAIT;
                        end
                    end
                default:
                    ram_state <= RAM_STATE_WAIT;
            endcase
        end
    end
    assign rambus_wb_rst_o = reset || (ram_state == RAM_STATE_INIT);
endmodule
==> design/flow/run.sh <==
#!/bin/bash
# OpenROAD 26Q1-2900-gdf79404cd8, Yosys 0.63+post, stock flow scripts
make -C /OpenROAD-flow-scripts/flow DESIGN_CONFIG=/design/flow/config.mk WORK_HOME=/design/flow/orfs finish
==> design/flow/config.mk <==
export PLATFORM = sky130hd
export DESIGN_NAME = generator
export DESIGN_NICKNAME = generator
export VERILOG_FILES = /design/flow/design.v
export SDC_FILE = /design/flow/constraint.sdc
export NUM_CORES = 4
export LEC_CHECK = 1
export CORE_UTILIZATION = 30
==> design/flow/constraint.sdc <==
current_design generator

set clk_period 8.4
set clk_io_pct 0.2

create_clock -name clk0 -period $clk_period [get_ports {caravel_wb_clk_i}]

set non_clock_inputs [all_inputs -no_clocks]
set_input_delay [expr $clk_period * $clk_io_pct] -clock clk0 $non_clock_inputs
set_output_delay [expr $clk_period * $clk_io_pct] -clock clk0 [all_outputs]
==> changes_impl.md <==
## Flow update

- Post-CTS setup buffers: 0
- Asr flop ratio synth: 0%
- RSZ-0062 raised after global routing: false
- Synth Register Bits: 167
- Worst r2r src: period[0]
- CTS clk-pin slew, worst paths: 0.06 ns
- Area Overhead vs Synth: 27.26%
- Gr ovfl total: 0
- Power density cells: 175.1 mW/mm²
- Syn_area_per_cell: 8.805 µm²
- Vias: 6,212
- Layout cells sized above 1: 5.649%
- Ys flop type: dfxtp_1
- Largest net degree at the start of global routing: 90
- Critical-path top delay cell: clkdlybuf4s50_1
- Mapped Area: around 0.0078 mm²
- Hold/Removal Path Class: flop to flop
- Slew Viols, Final: 0
- DP HPWL: 12.24 mm
- Max-area cell share: 38.84%
- Initial antenna violation count: 0
- Reg2Reg Setup Slack: between 5 and 6 ns
- Unique cell type count in the Yosys netlist: 59
- # rows: 58
- CP bufs+invs: 3
- Sw power: between 300 and 400 µW
- Final setup fails: 0
- Max-cap violations: 0
- CP startpoint: caravel_wb_clk_i
- Post-synthesis sequential area ratio: 45.01%
- Synthesized instance count: a little under 900
- CP cell instances: clkbuf_16 > clkbuf_16 > clkdlybuf4s50_1
- Max stage delay on crit path: 0.39 ns
- Worst IR Drop VDD: 102.2 µV
- GRT Total Usage: 13.95%
- Vias in the first global route: 5,663
- Placed Instances: 1,304
- Routability cong.: around 0.84
- CTS tree: built
- Floorplan-stage core utilization: between 30% and 40%
- Clk ins delay skew pair: 0.53 ns
- Post-synth EDFFs: 16
- Via count normalized by instance count: 4.639
- Comb power frac: 4.9%
- Post-cts sizing count: 0
- Total die area: 0.02659 mm²
- Status: finished, final reports clean
- Routed Antenna Nets: 0
- Post-CTS Hold Fix Bufs: 0
- Post-synth top area cell: dfxtp_1
- Biggest fanout along the worst timing path: 2
- Top cells, area: dfxtp_1 39%, mux2i_1 11%, edfxtp_1 6.2%
- Top delay family on crit path: buffers and inverters
- Clock group share of total power: 48.0%
- Most numerous logic cell after layout: dfxtp_1
- Clock Skew: ~0.012 ns
- First-pass GRT wire length: 29.26 mm
- I/O pins: 201
- Die span in y: 163.1 µm
- 1st-pass router iterations: 4
- CP Capture Type: output port
- Startpoint type of the worst setup path: clock port
- Antenna Cells: 0
- Switching share of power: 22.13%
- Yosys cell count: 884
- WS Path Type: clock port to output port
- Worst EP arrival: 4.84 ns
- Non-filler instance count after layout: 1,339
- Internal: between 1000 and 1500 µW
- Final Util: between 30 and 40%
- Total wire length: 18.11 mm
- YS chip area: 0.007784 mm²
- CP dominant cell by count: clkbuf_16
- Leakage: 0.003423 µW
- Data required time at the worst endpoint: 6.72 ns
- Seq pwr share: a little under half
- Worst hold start: dac_data[30]
- Slew of the pin with the lowest slew margin: between 0.8 and 0.9 ns
- Most numerous logic cells after layout: 150 x dfxtp_1, 144 x clkdlybuf4s50_1, 120 x nor2_1, 110 x nand2_1, 83 x mux2i_1
- Setup tns final: 0 ns
- Drt wl/cell: 13.52 µm
- Port bufs: 145
- Die extent in x: approximately 160 µm
- Drc violations: 0
- DR iter-0 viols: 450
- Slew Limit Headroom: 44.53%
- Tool warning count: 39
- Final hold viol count: 0
- Core area: about 0.025 mm²
- Ys Warns: 1
-- state kept, by name, summed over array words and instances (netlist names), 2 cells and up --
| register | count |
|---|---|
| period | 16 |
| dac_data_buf | 32 |
| dac | 8 |
| dac_state | 3 |
| byte_count | 2 |
| caravel_wb_dat_o | 25 |
| rambus_wb_adr_o | 8 |
| dac_data | 32 |
| ram_end_addr | 8 |
| ram_address | 8 |
| ram_state | 3 |
| wait_period | 16 |
-- through the flow --
stage | setup slack, ns | cell area (µm²) | hold WS [ns] | power [µW]
final | 1.884 | 9906 | 0.4535 | 1734
after global routing | 1.873 | 9906 | 0.4754 | 1802
after CTS | 1.875 | 9906 | 0.4526 | 1763
after detailed placement | 2.153 | 9269 | 0.4430 | 928.4
after global placement | 2.153 | 9269 | 0.4400 | 928.9
after floorplan | 2.422 | 7941 | 0.3290 | 882.7
-- worst reg2reg max path, delay by kind of cell, from the launching register on --
| kind | cells | cell delay [ns] |
|---|---|---|
| adder cells (fa/ha/maj) | 1 | 0.28 |
| flip-flops | 1 | 0.38 |
| buffers and inverters | 1 | 0.13 |
| AND-OR/OR-AND | 2 | 0.23 |
| AND/OR/NAND/NOR | 4 | 1.28 |
-- worst paths after layout --
| path | endpoint | cells after the start |
|---|---|---|
| worst min register to register | dac_data_buf[30] | 2 |
| worst max-delay path | rambus_wb_clk_o | 3 |
| worst max register to register | wait_period[14] | 8 |
| worst min-delay path | dac_data_buf[30] | 2 |
-- kinds of logic after synthesis --
group                    after synthesis  share of synthesized area, %
other                                  2                       0.09648
AND-OR/OR-AND                        158                         12.59
XOR/XNOR                              25                         2.813
buffers and inverters                125                         8.825
adder cells (fa/ha/maj)                8                         1.286
multiplexers                          84                         10.82
AND/OR/NAND/NOR                      315                         18.57
flip-flops                           167                         45.01
-- power by group through the flow --
| stage | clock (µW) | combinational, µW | sequential (µW) |
|---|---|---|---|
| final | 833 | 85.5 | 816 |
| after global routing | 891 | 94.6 | 817 |
| after CTS | 860 | 87.1 | 816 |
-- layout make-up --
| class | instances | area [µm²] |
|---|---|---|
| inverters | 18 | 67.56 |
| well taps | 330 | 412.9 |
| repair buffers | 154 | 1514 |
| clock inverters | 12 | 115.1 |
| fillers | 2475 | 15420 |
| multi-input cells | 634 | 3760 |
| flip-flops and latches | 167 | 3505 |
| clock buffers | 24 | 531.8 |
-- cell usage after synthesis (3+ instances only) --
cell / n
a211oi_1: 28
a21oi_1: 68
a22oi_1: 4
a31oi_1: 3
a32oi_1: 4
and3_1: 4
buf_1: 10
buf_2: 6
buf_4: 50
buf_6: 3
clkbuf_1: 38
dfxtp_1: 151
edfxtp_1: 16
ha_1: 8
inv_1: 16
mux2i_1: 83
nand2_1: 111
nand3_1: 6
nand3b_1: 9
nand4_1: 6
nor2_1: 120
nor2b_1: 5
nor3_1: 13
nor3b_1: 4
nor4_1: 17
o211ai_1: 6
o21ai_0: 9
o21ai_1: 17
o22a_1: 5
or3_1: 3
or4_1: 3
xnor2_1: 15
xor2_1: 10
-- layer usage --
metal / vias up / wire length [µm] / GRT usage (%)
met5: - / 0 / 0
met4: 0 / 206 / 1.869
met3: 8 / 1110 / 3.156
met2: 166 / 7907 / 20.95
met1: 2839 / 8881 / 21.39
li1: 3199 / - / -
No activity file was given, so power comes from the tool's default toggle rates.
